===== flow/design.v =====
`timescale 1ns / 1ps
module clockDivider(
	input clk,
	output reg sclk,
	output reg [1:0] anodeSelect
	);
	reg [31:0] count;
	always@(posedge clk)
	begin
	if(count == 32'd11111111) begin
	count <= 32'd0;
	sclk <= ~sclk;
	anodeSelect <= anodeSelect + 1;
	end else begin
	count <= count + 1;
	end
	end
	endmodule
`timescale 1ns / 1ps
module gradeTracker(
    output [7:0] grade,
    input CLK,
    input Increment1,
    input Increment5,
    input Increment25,
    input resetGrades,
    input saveGrade,
    input clearCurrent,
    input displayGrades
    );
    reg [3:0] counter = 4'b0000;
    reg [7:0] grade = 8'b00000000;
    reg [7:0] gradeStorage [7:0];  
    always @(posedge CLK or posedge resetGrades)
    begin
    if(resetGrades)
	begin
    	counter = 4'b0000;
    	gradeStorage[0][7:0] = 8'b00000000;
    	gradeStorage[1][7:0] = 8'b00000000;
    	gradeStorage[2][7:0] = 8'b00000000;
    	gradeStorage[3][7:0] = 8'b00000000;
    	gradeStorage[4][7:0] = 8'b00000000;
    	gradeStorage[5][7:0] = 8'b00000000;
    	gradeStorage[6][7:0] = 8'b00000000;
    	gradeStorage[7][7:0] = 8'b00000000;
	end
	else
	begin
    	if(Increment1)
       	if(grade + 1'b1 >= 7'd100)
   		grade  = 7'd100;
   		else
   		grade = grade + 1'b1;
    	else if(Increment5)
     		 if(grade + 7'd5 >= 7'd100)
   	    	grade  = 7'd100;
   		else
   	    	grade = grade + 7'd5;
    	else if(Increment25)
     		 if(grade + 7'd25 >= 7'd100)
   	    	grade  = 7'd100;
   		else
   	    	grade = grade + 7'd25;
    	else if(clearCurrent)
        	grade = 1'b0;
    	else if(displayGrades)
    	begin
        	grade = grade;
        	counter = counter - 1'b1;
    	end
    	else if (saveGrade)
        	begin
        	gradeStorage[counter][7:0] = grade;
        	counter = counter + 1'b1;
        	grade = grade - grade;
        	end
    	end
    	end
endmodule
`timescale 1ns / 1ps
module seven_segment_decoder(
	input [7:0] bin_in,
	input [1:0] anodeSelect,
	output reg [7:0] anode,
	output reg [6:0] hex_out
	);
     	wire[3:0] ones = bin_in % 10;
     	wire[3:0] tens = bin_in / 10;
     	wire[3:0] hundreds = bin_in / 100;
     	always @(*)
     	begin
     	case(anodeSelect)
     	2'b00 : begin
     	anode = 8'b11111110;
     	end
     	2'b01 : begin
     	anode = 8'b11111101;
     	end
     	2'b10 : begin
     	anode = 8'b11111011;
     	end
     	default : begin
     	anode = 8'b11111111;
     	end
     	endcase
     	end
     	always @(*)
        	begin
        	case (anodeSelect)  
        	2'b00 : begin
         	case(ones)
         	0 : hex_out = 7'b0000001 ;
        	1 : hex_out = 7'b1001111;
        	2 : hex_out = 7'b0010010;
        	3 : hex_out = 7'b0000110;
        	4 : hex_out = 7'b1001100;
        	5 : hex_out = 7'b0100100;
        	6 : hex_out = 7'b0100000;
        	7 : hex_out = 7'b0001111;
        	8 : hex_out = 7'b0000000;
        	9 : hex_out = 7'b0000100;
        	default : hex_out = 7'b1111111;
        	endcase
    	end
         	2'b01 : begin
         	case(tens)
         	0 : hex_out = 7'b0000001;
        	1 : hex_out = 7'b1001111;
        	2 : hex_out = 7'b0010010;
        	3 : hex_out = 7'b0000110;
        	4 : hex_out = 7'b1001100;
        	5 : hex_out = 7'b0100100;
        	6 : hex_out = 7'b0100000;
        	7 : hex_out = 7'b0001111;
        	8 : hex_out = 7'b0000000;
        	9 : hex_out = 7'b0000100;
        	default : hex_out = 7'b1111111;
    	endcase
    	end
        	2'b10 : begin
         	case(hundreds)
         	0 : hex_out = 7'b0000001 ;
        	1 : hex_out = 7'b1001111;
        	2 : hex_out = 7'b0010010;
        	3 : hex_out = 7'b0000110;
        	4 : hex_out = 7'b1001100;
        	5 : hex_out = 7'b0100100;
        	6 : hex_out = 7'b0100000;
        	7 : hex_out = 7'b0001111;
        	8 : hex_out = 7'b0000000;
        	9 : hex_out = 7'b0000100;
        	default : hex_out = 7'b1111111;
        	endcase
        	end
        	default : hex_out = 7'b11111111;
    	endcase
	end
endmodule
`timescale 1ns / 1ps
module topDown(
	output[6:0] hex_out,
	output[7:0] anode,
    input CLK,
	input Increment1,
	input Increment5,
	input Increment25,
	input resetGrades,
	input saveGrade,
	input clearCurrent,
	input displayGrades
	);
wire[7:0] gradeIn;
wire[1:0] anSelect;
wire sCLK1;
clockDivider CD(.clk(CLK), .sclk(sCLK1), .anodeSelect(anSelect));
gradeTracker GT1(.grade(gradeIn), .CLK(sCLK1), .Increment1(Increment1), .Increment5(Increment5), .Increment25(Increment25), .resetGrades(resetGrades), .saveGrade(saveGrade), .clearCurrent(clearCurrent), .displayGrades(displayGrades));
seven_segment_decoder decoder(.bin_in(gradeIn), .anodeSelect(anSelect), .hex_out(hex_out), .anode(anode));
endmodule

===== flow/run.sh =====
#!/bin/bash
# OpenROAD 26Q1-2900-gdf79404cd8, Yosys 0.63+post, stock flow scripts
make -C /OpenROAD-flow-scripts/flow DESIGN_CONFIG=/design/flow/config.mk WORK_HOME=/design/flow/orfs finish

===== flow/config.mk =====
export PLATFORM = sky130hd
export DESIGN_NAME = topDown
export DESIGN_NICKNAME = topDown
export VERILOG_FILES = /design/flow/design.v
export SDC_FILE = /design/flow/constraint.sdc
export NUM_CORES = 4
export LEC_CHECK = 1
export CORE_UTILIZATION = 50

===== flow/constraint.sdc =====
current_design topDown

set clk_period 6.7
set clk_io_pct 0.2

create_clock -name clk0 -period $clk_period [get_ports {CLK}]

set non_clock_inputs [all_inputs -no_clocks]
set_input_delay [expr $clk_period * $clk_io_pct] -clock clk0 $non_clock_inputs
set_output_delay [expr $clk_period * $clk_io_pct] -clock clk0 [all_outputs]

==> run_results.csv <==
group,metric,value,unit
run_status,status,"complete, no violations",
synthesis,ys.flops,43,
timing,finalCritPeriodShare,52.3,%
grt,grt_pass1_vias,3644,
worst_setup_path,critPathArrivalTime,2.16,ns
final_layout,fill_cells,798,
power_and_ir_drop,pwr-share-clk,40.3,%
power_and_ir_drop,power.switching,0.0000757,W
cts,cts_buffer_depth,2,
routing,wirelength,10500,um
worst_hold_path,worstHoldStart,"CD.count[0]",
cts,cts_tree,"done",
timing,finalSetupTns,0,ns
final_layout,area_growth,5.97,%
routing,drt_iter0_drc,166,
cts,cts_resized,0,
routing,num_antenna_cells,0,
timing,timing.clock.skew,0.00219,ns
worst_setup_path,path_delay_family,"AND-OR/OR-AND gates",
synthesis,ys_chip_area,4490,sq um
floorplan,dieWidth,96.7,um
worst_setup_path,cpPeakStageDelay,0.42,ns
synthesis,async_flop_share,0,%
grt,grt_start_max_net_pins,26,
cts,post_cts_buffers,0,
worst_setup_path,start_kind,"flop",
cts,clockRootBuffer,"clkbuf_8",
timing,hold_viol_final,0,
worst_setup_path,crit_required,5.36,ns
job,warning_count,48,
routing,wl_per_cell,15.3,um
routing,num_vias,4058,
timing,period_needed,3.50,ns
placement,port_buffers,17,
timing,slew_headroom,44.0,%
final_layout,post-route-util,54.5,%
worst_setup_path,worstPathCellList,"inv_1 > ha_1 > o21a_1 > nor2b_1 > a311oi_1 > o311ai_1 > clkdlybuf4s50_1",
synthesis,ys_warn_count,5,
timing,grt_setup_unrepaired,"false",
routing,via_per_inst,5.92,
timing,setup_viol,0,
timing,worst-slew-pin-transition,0.840,ns
routing,first_pass_iters,5,
routing,antenna_left,0,
floorplan,die_area,9360,sq um
cts,hold_buffers,0,
grt,grt_overflow,0,
synthesis,flop_cell,"dfxtp_1",
routing,dr.max_layer_used,"met4",
cts,path_clk_slew,0.06,ns
power_and_ir_drop,comb_power_share,3.4,%
synthesis,synthDistinctLibCells,91,
placement,place_congestion,0.922,
routing,drc,0,
cts,numCtsBuffers,5,
synthesis,synth-edff-count,11,
worst_setup_path,critPathCaptureType,"output port",
grt,antenna_found_initial,0,
worst_setup_path,crit_type,"flop to output port",
power_and_ir_drop,switching_share,20.1,%
final_layout,drive_gt1_share,9.17,%
cts,clock_latency,0.28,ns
floorplan,boundaryPins,23,
timing,maxSlewViolCount,0,
grt,grt_pass1_wl,18100,um
synthesis,syn_area,4490,sq um
worst_setup_path,regToRegStartpoint,"CD.count[7]",
cts,htree_num_levels,2,
floorplan,fp-utilization,51.5,%
synthesis,syn_area_per_cell,7.81,sq um
worst_setup_path,crit_fanout,5,
power_and_ir_drop,p_seq_share,56.2,%
worst_setup_path,critPathSlowestCell,"clkdlybuf4s50_1",
power_and_ir_drop,leakage,1.75,nW
timing,fin_ws,3.20,ns
floorplan,design.core.area,8720,sq um
routing,wl_met1,5310,um
placement,placed_area,4660,sq um
synthesis,yosysSeqAreaShare,21.6,%
worst_setup_path,cp-startpoint,"CD.anodeSelect[0]",
power_and_ir_drop,power.density,79.3,nW/um^2
grt,grt_usage,23.7,%
power_and_ir_drop,max-vdd-ir-drop,0.151,mV
placement,dp_hpwl,8050,um
final_layout,stdcell_area,4760,sq um
worst_hold_path,hold_path_class,"flop to flop",
synthesis,syn_inst,575,
worst_setup_path,path_buffers,2,
routing,wl_met2,4650,um
routing,met3WireLength,347,um
floorplan,row_count,34,
timing,fmax,0.285,GHz
synthesis,synth-cells-yosys,575,
power_and_ir_drop,intPower,0.000301,W
timing,unclocked_regs,8,
timing,untimed_endpoints,15,
floorplan,chipHeight,96.7,um
job,cap_violations,0,
placement,dpl_worst_slack,3.47,ns
## layout by cell type, fill, tap and decap left out, types with 6 or more instances in the layout
cell type and count:
nand2_1 51, nor2_1 45, o21ai_0 37, a21oi_1 35, xnor2_1 34, dfxtp_1 32, nand3_1 30, ha_1 30
inv_1 18, clkdlybuf4s50_1 17, nor3_1 14, edfxtp_1 11, xor2_1 11, nand4_1 10, o211ai_1 10, and3_1 10
o21a_1 8, nand2b_1 7, a31oi_1 7, nor4_1 7, conb_1 6, a21o_1 6, o221ai_1 6, clkbuf_8 6
## cell families (layout without fill, tap and decap cells)
| group | count (synthesis) | in the layout | share of synthesized area, % |
|---|---|---|---|
| AOI/OAI and AO/OA | 175 | 175 | 27.5 |
| xor gates and xnor gates | 46 | 46 | 9.14 |
| adders and majority gates | 32 | 32 | 8.84 |
| buffers and inverters | 55 | 54 | 6.05 |
| DFF | 43 | 43 | 21.6 |
| muxes | 5 | 5 | 1.12 |
| other | 2 | 6 | 0.167 |
| and+or+nand+nor | 217 | 217 | 25.5 |
## cells in the mapped netlist, types with 8 or more instances
cell | instances | area share, %
clkbuf_1 | 15 | 1.3
nor3_1 | 14 | 1.6
nand4_1 | 10 | 1.4
ha_1 | 30 | 8.4
edfxtp_1 | 11 | 7.4
a21oi_1 | 35 | 3.9
o211ai_1 | 10 | 1.7
xor2_1 | 11 | 2.1
inv_1 | 18 | 1.5
xnor2_1 | 34 | 6.6
nor2_1 | 45 | 3.8
buf_4 | 10 | 1.7
nand3_1 | 30 | 3.3
o21a_1 | 8 | 1.3
dfxtp_1 | 32 | 14
and3_1 | 10 | 1.4
o21ai_0 | 37 | 4.1
nand2_1 | 51 | 4.3
## layout make-up
class / count / area (sq um) / share of cell area [%]
multi-input cells: 481 / 3260 / 68.6
repair buffers: 21 / 200 / 4.21
clock buffers: 7 / 86.3 / 1.82
inverters: 25 / 97.6 / 2.05
clock inverters: 1 / 5.00 / 0.105
well taps: 108 / 135 / 2.84
flip-flops and latches: 43 / 971 / 20.4
## worst register-to-register path, stage by stage, from the launching register on
cell and delay (ns):
dfxtp_1 0.42, and4_1 0.26, and3_1 0.22, nand3_1 0.14, nor3_1 0.38, and4_1 0.32, and4_1 0.26, and3_1 0.21
nand4_1 0.13, xnor2_1 0.14
## power by group through the flow
stage	logic, W	clock network [W]	registers [W]
after CTS	0.0000131	0.000157	0.000212
after global routing	0.0000147	0.000168	0.000212
final	0.0000130	0.000152	0.000212
## stage by stage
| stage | total power (W) | std cells | hold slack (ns) |
|---|---|---|---|
| 6_report | 0.000377 | 686 | 0.442 |
| 5_1_grt | 0.000395 | 686 | 0.455 |
| 3_5_place_dp | 0.000230 | 678 | 0.436 |
| 4_1_cts | 0.000382 | 686 | 0.445 |
| 2_1_floorplan | 0.000225 | 579 | 0.413 |
| 3_3_place_gp | 0.000230 | 678 | 0.426 |
## sequential cells by signal, indices dropped and copies added (netlist names)
register	count
CD.anodeSelect	2
CD.count	32
CD.sclk	1
GT1.grade	8
## final timing paths
| kind | endpoint | slack [ns] | cells past startpoint |
|---|---|---|---|
| min | CD.count[0] | 0.44 | 1 |
| min reg2reg | CD.count[0] | 0.44 | 1 |
| max | hex_out[2] | 3.20 | 7 |
| max reg2reg | CD.count[31] | 4.11 | 9 |
## per-layer routing
metal,vias up,global-route usage (%)
li1,2098,-
met1,1849,38.6
met2,95,35.5
met3,16,1.62
met4,0,4.48
met5,-,0
No activity file was given, so power comes from the tool's default toggle rates.
